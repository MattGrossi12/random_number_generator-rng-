`./run.sh`:
```
#!/bin/bash
# OpenROAD 26Q1-2900-gdf79404cd8, Yosys 0.63+post, stock flow scripts
make -C /OpenROAD-flow-scripts/flow DESIGN_CONFIG=/design/flow/config.mk WORK_HOME=/design/flow/orfs finish
```
`./config.mk`:
```
export PLATFORM = sky130hd
export DESIGN_NAME = rng_fifo
export DESIGN_NICKNAME = rng_fifo
export VERILOG_FILES = /design/flow/design.v
export SDC_FILE = /design/flow/constraint.sdc
export NUM_CORES = 4
export LEC_CHECK = 1
export CORE_UTILIZATION = 30
```
`./constraint.sdc`:
```
current_design rng_fifo

set clk_period 5.6
set clk_io_pct 0.2

create_clock -name clk0 -period $clk_period [get_ports {clk_i}]

set non_clock_inputs [all_inputs -no_clocks]
set_input_delay [expr $clk_period * $clk_io_pct] -clock clk0 $non_clock_inputs
set_output_delay [expr $clk_period * $clk_io_pct] -clock clk0 [all_outputs]
```
`./design.v`:
```
module rng_fifo(
    input clk_i,
    input save,
    input rst_i,
    input reg [7:0] data_in,
    output reg [7:0] data_out_0,
    output reg [7:0] data_out_1,
    output reg [7:0] data_out_2,
    output reg [7:0] data_out_3,
    output reg [7:0] data_out_4,
    output reg [7:0] data_out_5,
    output reg [7:0] data_out_6,
    output reg [7:0] data_out_7,
    output reg [7:0] data_out_8,
    output reg [7:0] data_out_9,
    output reg [7:0] data_out_10
);
reg [7:0] data_stack_0;
reg [7:0] data_stack_1;
reg [7:0] data_stack_2;
reg [7:0] data_stack_3;
reg [7:0] data_stack_4;
reg [7:0] data_stack_5;
reg [7:0] data_stack_6;
reg [7:0] data_stack_7;
reg [7:0] data_stack_8;
reg [7:0] data_stack_9;
reg [7:0] data_stack_10;
reg [7:0] data_receiver;
reg [3:0] cycle_count;
always@(posedge clk_i or negedge rst_i)
    begin
        if(!rst_i)
            begin
                data_stack_0    =  8'b00000000; 
                data_stack_1    =  8'b00000000; 
                data_stack_2    =  8'b00000000; 
                data_stack_3    =  8'b00000000; 
                data_stack_4    =  8'b00000000; 
                data_stack_5    =  8'b00000000; 
                data_stack_6    =  8'b00000000; 
                data_stack_7    =  8'b00000000; 
                data_stack_8    =  8'b00000000; 
                data_stack_9    =  8'b00000000; 
                data_stack_10   =  8'b00000000; 
                cycle_count     =  4'b0000;
            end
        else 
            if(save)
                begin
                    cycle_count = cycle_count + 1'b1;
                    data_receiver = data_in;
                    if(cycle_count == 1) 
                        begin
                            data_stack_0    =  data_receiver;
                        end
                    else 
                    if(cycle_count == 2) 
                        begin
                            data_stack_1    =  data_stack_0;
                            data_stack_0    =  data_receiver;
                        end
                    else 
                    if(cycle_count == 3) 
                        begin
                            data_stack_2    =  data_stack_1;
                            data_stack_1    =  data_stack_0;
                            data_stack_0    =  data_receiver;
                        end
                    else 
                    if(cycle_count == 4) 
                        begin
                            data_stack_3    =  data_stack_2;   
                            data_stack_2    =  data_stack_1;
                            data_stack_1    =  data_stack_0;
                            data_stack_0    =  data_receiver;
                        end
                    else 
                    if(cycle_count == 5) 
                        begin
                            data_stack_4    =  data_stack_3; 
                            data_stack_3    =  data_stack_2;   
                            data_stack_2    =  data_stack_1;
                            data_stack_1    =  data_stack_0;
                            data_stack_0    =  data_receiver;
                        end
                    else 
                    if(cycle_count == 6) 
                        begin
                            data_stack_5    =  data_stack_4; 
                            data_stack_4    =  data_stack_3; 
                            data_stack_3    =  data_stack_2;   
                            data_stack_2    =  data_stack_1;
                            data_stack_1    =  data_stack_0;
                            data_stack_0    =  data_receiver;
                        end
                    else 
                    if(cycle_count == 7) 
                        begin
                            data_stack_6    =  data_stack_5;                      
                            data_stack_5    =  data_stack_4; 
                            data_stack_4    =  data_stack_3; 
                            data_stack_3    =  data_stack_2;   
                            data_stack_2    =  data_stack_1;
                            data_stack_1    =  data_stack_0;
                            data_stack_0    =  data_receiver;
                        end
                    else 
                    if(cycle_count == 8) 
                        begin
                            data_stack_7    =  data_stack_6;                      
                            data_stack_6    =  data_stack_5;                      
                            data_stack_5    =  data_stack_4; 
                            data_stack_4    =  data_stack_3; 
                            data_stack_3    =  data_stack_2;   
                            data_stack_2    =  data_stack_1;
                            data_stack_1    =  data_stack_0;
                            data_stack_0    =  data_receiver;
                        end
                    else 
                    if(cycle_count == 9) 
                        begin
                            data_stack_8    =  data_stack_7;   
                            data_stack_7    =  data_stack_6;                      
                            data_stack_6    =  data_stack_5;                      
                            data_stack_5    =  data_stack_4; 
                            data_stack_4    =  data_stack_3; 
                            data_stack_3    =  data_stack_2;   
                            data_stack_2    =  data_stack_1;
                            data_stack_1    =  data_stack_0;
                            data_stack_0    =  data_receiver;
                        end
                    else 
                    if(cycle_count == 10) 
                        begin
                            data_stack_9    =  data_stack_8;                     
                            data_stack_8    =  data_stack_7;   
                            data_stack_7    =  data_stack_6;                      
                            data_stack_6    =  data_stack_5;                      
                            data_stack_5    =  data_stack_4; 
                            data_stack_4    =  data_stack_3; 
                            data_stack_3    =  data_stack_2;   
                            data_stack_2    =  data_stack_1;
                            data_stack_1    =  data_stack_0;
                            data_stack_0    =  data_receiver;
                        end
                    else 
                    if(cycle_count == 11) 
                        begin
                            data_stack_10   =  data_stack_9;                   
                            data_stack_9    =  data_stack_8;                     
                            data_stack_8    =  data_stack_7;   
                            data_stack_7    =  data_stack_6;                      
                            data_stack_6    =  data_stack_5;                      
                            data_stack_5    =  data_stack_4; 
                            data_stack_4    =  data_stack_3; 
                            data_stack_3    =  data_stack_2;   
                            data_stack_2    =  data_stack_1;
                            data_stack_1    =  data_stack_0;
                            data_stack_0    =  data_receiver;
                        end
                    else 
                        begin
                            data_stack_10   =  data_stack_10;                   
                            data_stack_9    =  data_stack_9;                     
                            data_stack_8    =  data_stack_8;   
                            data_stack_7    =  data_stack_7;                      
                            data_stack_6    =  data_stack_6;                      
                            data_stack_5    =  data_stack_5; 
                            data_stack_4    =  data_stack_4; 
                            data_stack_3    =  data_stack_3;   
                            data_stack_2    =  data_stack_2;
                            data_stack_1    =  data_stack_1;
                            data_stack_0    =  data_stack_0;
                        end
                end
    end
always@(*)
    begin
        data_out_0  = data_stack_0;
        data_out_1  = data_stack_1;
        data_out_2  = data_stack_2;
        data_out_3  = data_stack_3;
        data_out_4  = data_stack_4;
        data_out_5  = data_stack_5;
        data_out_6  = data_stack_6;
        data_out_7  = data_stack_7;
        data_out_8  = data_stack_8;
        data_out_9  = data_stack_9;
        data_out_10 = data_stack_10;
    end
endmodule
```
==> results.toml <==
# implementation run metrics
[status]
status = "completed"

[synth]
synth-edff-count = 0
ys.flop_type = "dfrtp_1"
synth-warning-count = 1
ys_ff = 92
synth_stat.cells = 280
synth_chip_area_um2 = 3950
synthArstFlopShare_pct = 100
syn-mean-instance-area_um2 = 14.1
synth.distinct_cells = 45
netlist_area_um2 = 3950
ys_seq_share_pct = 58.3
synthCells = 280

[min_path]
min_to = "data_stack_10[3]$_DFFE_PN0P_"
hold_path_class = "reg -> reg"
min_from = "data_stack_10[3]$_DFFE_PN0P_"
hold_depth = 1

[flow_run]
drv_cap = 0
warnings = 29

[clock_tree]
cts_buffer_depth = 2
cts.clk_slew.worst_paths_ns = 0.07
worstSkewPairLatency_ns = 0.33
cts_root_buffer = "clkbuf_16"
ctsResizeCount = 0
h-tree-depth = 3
cts_tree = "built"
cts.sinks = 92
cts_buffers = 9
cts_hold_buf = 0
post_cts_buffers = 0

[worst_setup_path]
crit_required_ns = 5.82
worstPathArrival_ns = 3.16
cpPeakStageDelay_ns = 0.60
reg2reg_to = "data_stack_2[4]$_DFFE_PN0P_"
crit_buf_inv = 0
path_delay_family = "AND-OR/OR-AND gates"
crit_type = "reg -> reg"
rrSetupSlack_ns = 2.66
r2r_start = "cycle_count[0]$_DFFE_PN0P_"
cpMaxStageDelayCell = "dfrtp_1"
cp-start-kind = "flip-flop"
path_cells = "ha_1 > nand2_1 > o31ai_2 > nor2_1 > o211ai_2 > mux2_2"
cp-end-kind = "flip-flop"
ff2ff_path_depth = 6
worstPathMaxFanout = 15

[sta]
finalCriticalPeriod_ns = 2.94
rsz0062_at_grt = "no"
slew_violations = 0
max_slew_margin_pct = 57.9
clock_skew_ns = 0.00365
hold_viol_final = 0
setup_viol = 0
fmax_ghz = 0.341
finalCritPeriodShare_pct = 52.4
holdWs_ns = 0.502
worstMarginPinSlew_ns = 0.632
setup_tns_ns = 0

[power_and_ir_drop]
netSwitchingFraction_pct = 30.9
p_leak_uw = 0.00233
p_sw_uw = 903
clock_power_share_pct = 20.6
p_seq_share_pct = 38.1
internal_power_uw = 2020
comb_power_share_pct = 41.3
irDropWorstVdd_v = 0.000212
power_density_nw_per_um2 = 543

[routing]
dr.first_iter.drc_count = 169
routedWlPerCell_um = 14.4
n_antenna_cell = 0
drcViolationCount = 0
viasPerCell = 4.52
dr_total_vias = 2506
ant_nets = 0
first_pass_iters = 4
wirelength_mm = 8.00

[floorplanning]
fp_util_pct = 31.0
io-pin-count = 99
dieWidth_um = 117
die-area_um2 = 13600
core_um2 = 12700
rows = 41
die_height_um = 117

[grt]
grt_use_total_pct = 12.6
grt_use_met2_pct = 18.7
met1_usage_pct = 19.5
antenna_found_initial = 0
overflow = 0
grt_pass1_wl_mm = 12.9
globalRouteMet3Util_pct = 3.81
grt_max_degree = 52
busiest_layer = "met1"
grt_pass1_vias = 2376

[finish]
flop_area_um2 = 2300
drive_above_1_share_pct = 30.1
fin_util_pct = 42.3
final_area_um2 = 5380
n_fill_cell = 1237
area_growth_pct = 36.4
combGateArea_um2 = 1570

[placement]
gp_congestion = 0.854
hpwl_mm = 5.97
numPortBuffers = 98
place_area_um2 = 5080
worst reg2reg max path: stages, from the launching register on:
cell and delay [ns]:
dfrtp_1 0.60, ha_1 0.57, nand2_1 0.20, o31ai_2 0.45, nor2_1 0.16, o211ai_2 0.44
mux2_2 0.39
area by class of cell:
type,instances,area share [%]
Clock buffer,9,4.18
Timing Repair Buffer,99,18.3
Inverter,4,0.279
Sequential cell,92,42.8
Tap cell,172,4.00
Multi-Input combinational cell,171,29.1
Clock inverter,7,1.37
power by group through the flow:
stage,registers [µW],logic [µW],clock network (µW)
5_1_grt,1160,1340,653
4_1_cts,1120,1220,624
6_report,1110,1210,602
cells in the mapped netlist (2+ instances only):
library cell / n / share of area, %
buf_2: 8 / 1.0
nor2_2: 2 / 0.32
and3_1: 2 / 0.32
nand2b_1: 3 / 0.48
xnor2_1: 5 / 1.1
mux2_2: 87 / 25
mux2_1: 2 / 0.57
or3_1: 2 / 0.32
o21ai_0: 6 / 0.76
inv_1: 4 / 0.38
ha_1: 5 / 1.6
dfrtp_1: 92 / 58
nand2_1: 9 / 0.86
a21oi_1: 3 / 0.38
o22ai_1: 2 / 0.32
nand3_1: 5 / 0.63
nor3_1: 5 / 0.63
clkbuf_1: 3 / 0.29
nor2_1: 8 / 0.76
and2_1: 2 / 0.32
cells in the final DEF, fill, tap and decap left out, drive strengths merged, types with 2 or more instances in the layout:
cell type      Yosys  routed
o22ai              2       2
clkdlybuf4s50      0      97
and2               2       2
nor3               5       5
and3               2       2
mux2              89      89
clkbuf             3       9
nor2              10      10
clkinv             0       2
a21oi              4       4
or3                3       3
o21ai              6       6
nand2              9       9
nand3              5       5
ha                 5       5
o211ai             2       2
buf               10       2
inv                4       7
dfrtp             92      92
xnor2              5       5
nand2b             3       3
per-layer routing:
metal	share of wire, %	routed length [µm]
met5	0	0
met4	0.94	75
met3	7.9	635
met2	46	3670
met1	45	3620
cell families (layout without fill, tap and decap cells):
group / Yosys count / count (layout) / share of synthesized area (%)
flip-flops: 92 / 92 / 58.3
multiplexers: 90 / 90 / 25.6
AND/OR/NAND/NOR: 46 / 46 / 6.15
AND-OR/OR-AND: 24 / 24 / 4.98
buffers and inverters: 17 / 119 / 1.97
XOR/XNOR: 6 / 6 / 1.33
adder cells (fa/ha/maj): 5 / 5 / 1.59
metrics by stage:
| step | total power (µW) | worst slack (ns) | cells |
|---|---|---|---|
| after floorplan | 1760 | 2.98 | 280 |
| after global placement | 2340 | 2.42 | 538 |
| after global routing | 3150 | 2.36 | 554 |
| after CTS | 2970 | 2.68 | 554 |
| after detailed placement | 2350 | 2.41 | 538 |
| final | 2920 | 2.66 | 554 |
how the worst max path moves through the flow:
| stage | cells after the start | endpoint | slack (ns) | start |
|---|---|---|---|---|
| 6_report | 6 | data_stack_2[4]$_DFFE_PN0P_ | 2.66 | cycle_count[0]$_DFFE_PN0P_ |
| 4_1_cts | 6 | data_stack_2[4]$_DFFE_PN0P_ | 2.68 | cycle_count[0]$_DFFE_PN0P_ |
| 5_1_grt | 6 | data_stack_2[1]$_DFFE_PN0P_ | 2.36 | cycle_count[0]$_DFFE_PN0P_ |
No activity file was given, so power comes from the tool's default toggle rates.
